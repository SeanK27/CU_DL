[flow/design.v]
`timescale 1ms / 1ps
module ClkDivider (
    input mclk,
    output reg [15:0] led
    );
    localparam terminalcount = (50000000 - 1);
    reg [28:0] count;
    wire tc;
    assign tc = (count == terminalcount);
    always @ (posedge(mclk))
        begin
                if (tc) count <= 0;
                    else count <= count + 1;
        end
    always @ (posedge(mclk))
        begin
            if (tc) led[0] = !led[0];
        end
endmodule
[flow/run.sh]
#!/bin/bash
# OpenROAD 26Q1-2900-gdf79404cd8, Yosys 0.63+post, stock flow scripts
make -C /OpenROAD-flow-scripts/flow DESIGN_CONFIG=/design/flow/config.mk WORK_HOME=/design/flow/orfs finish
[flow/config.mk]
export PLATFORM = sky130hd
export DESIGN_NAME = ClkDivider
export DESIGN_NICKNAME = ClkDivider
export VERILOG_FILES = /design/flow/design.v
export SDC_FILE = /design/flow/constraint.sdc
export NUM_CORES = 4
export LEC_CHECK = 1
export CORE_UTILIZATION = 30
[flow/constraint.sdc]
current_design ClkDivider

set clk_period 3.6
set clk_io_pct 0.2

create_clock -name clk0 -period $clk_period [get_ports {mclk}]

set non_clock_inputs [all_inputs -no_clocks]
set_input_delay [expr $clk_period * $clk_io_pct] -clock clk0 $non_clock_inputs
set_output_delay [expr $clk_period * $clk_io_pct] -clock clk0 [all_outputs]
==> flow_summary.ini <==
; synthesis and place-and-route metrics
[cts]
cts_buffer_depth = 2
clk_pin_slew_ps = 60
cts_tree = done
cts_sinks = 30
root_buffer = clkbuf_8
cts_buffers = 5
cts.repair.resized = 0
holdBufCountCts = 0
clock_latency_ps = 270
post-cts-setup-buffers = 0
htreeDepth = 2

[routing]
ant_nets = 0
wl_met1_mm = 1.33
wl_per_cell_um = 10.9
n_antenna_cell = 0
highest_layer = met4
routed_wirelength_mm = 2.52
wl_met2_mm = 1.10
drc = 0
drt-pass1-iter-count = 4
first_iter_violations = 48
vias = 1058
met3_length_um = 74
via_per_inst = 4.58

[power_and_ir_drop]
power_density_mw_per_mm2 = 382
peakVddDrop_v = 0.000323
leakage_uw = 0.000621

[setup_path]
ff2ff_path_depth = 3
reg2reg_slack_ps = 1560
critPathCaptureType = flip-flop
cp_data_arrival_time_ps = 1940
r2r-end = led[0]
cp.required_ps = 3500
crit_path_max_fanout = 17
critPathKind = reg -> reg
startpoint = count[0]
startpoint_type = flip-flop
r2r_start = count[0]

[grt]
antenna_found_initial = 0
grt_util_all_layers_pct = 10.2
overflow = 0
grt_max_degree = 18
first_global_vias = 925
grt_pass1_wl_mm = 4.14

[final_timing]
setup_viol = 0
min_period_over_period_pct = 56.6
hold_viol_final = 0
finalWorstSetupSlack_ps = 1560
grt_setup_unrepaired = no
worst_pin_slew_ps = 861
fin_crit_ps = 2040
fmaxAchievable_ghz = 0.491
finalMaxSlewViolations = 0
relSlewSlack_pct = 42.1
setup-tns-final_ps = 0
fin_skew_ps = 5.35

[placed_design]
place_congestion = 0.862
place_hpwl_mm = 1.82
pre_cts_ws_ps = 1550
portBuffers = 1

[yosys]
yosysTopAreaCell = dfxtp_1
synthCells = 158
postSynth.asyncResetShare_pct = 0
synth_cell_types = 30
synthDominantCellAreaShare_pct = 39.5
syn_area_per_cell_um2 = 9.31
synthesis.area_mm2 = 0.00147
ff_type = dfxtp_1
ys_chip_area_mm2 = 0.00147
yosys_warnings = 16
ys_seq_share_pct = 41.5
ys.flops = 30
ys_cells = 158
edf_count = 1
area_leaders = dfxtp_1 (39%), buf_4 (8.7%), xnor2_1 (6.0%), xor2_1 (6.0%), nand4_1 (4.7%)

[cells_and_area]
fin_util_pct = 33.5
final_cell_mix = dfxtp_1 (29), conb_1 (15), nand3_1 (11), nand4_1 (11)
drive_gt1_share_pct = 7.93
comb_area_um2 = 778
fillers = 489
lay_top_count = dfxtp_1
regArea_um2 = 611
syn_to_final_growth_pct = 7.48

[job]
tool_warnings = 25
maxCapViolCount = 0

[die]
die_x_um = 72.0
die_h_um = 72.0
dieArea_mm2 = 0.00519
ioPinCount = 17
core-area_mm2 = 0.00472
rows = 25
initial_utilization_pct = 31.2

[worst_hold_path]
worstHoldPathCells = 1
whs_endpoint = count[28]
hold_start = count[28]
hold_path_class = reg -> reg

[status]
status = finished, final reports clean
[critical path, stage by stage, from the launching register on]
cell and delay, ps:
dfxtp_1 380, ha_1 220, nand3_1 220, nor4_4 840
[worst max path at each step]
stage             to
CTS           led[0]
global route  led[0]
finish        led[0]
[sequential cells by signal, indices dropped and copies added, names as in the netlist]
register	count
count	29
led	1
[cell usage after synthesis (all sizes together), types with 3 or more instances]
| master | number |
|---|---|
| a21oi | 6 |
| and3 | 3 |
| and4 | 7 |
| buf | 17 |
| dfxtp | 29 |
| nand2 | 10 |
| nand3 | 11 |
| nand4 | 12 |
| nor2 | 10 |
| nor3 | 3 |
| nor4 | 9 |
| o21ai | 4 |
| or3 | 4 |
| xnor2 | 10 |
| xor2 | 10 |
[power breakdown]
part | switching (µW) | internal (µW) | leakage (µW)
sequential | 0 | 334 | 0.000245
clock | 116 | 154 | 0.0000482
combinational | 0.271 | 0 | 0.000328
total | 117 | 487 | 0.000621
[metal layers]
| metal | GRT usage, % | vias to the layer above |
|---|---|---|
| met2 | 14.9 | 13 |
| met1 | 16.1 | 487 |
| li1 | - | 556 |
| met5 | 0 | - |
| met3 | 2.25 | 2 |
| met4 | 1.74 | 0 |
[final cells by class]
type                            instances  share of cell area, %
Clock buffer                            7                   5.46
Clock inverter                          1                  0.316
Multi-Input combinational cell        123                   49.2
Tap cell                               67                   5.30
Sequential cell                        30                   38.6
Inverter                                2                  0.475
Timing Repair Buffer                    1                  0.633
[cells by family (layout without fill, tap and decap cells)]
logic type	after synthesis	in the layout	synth area share (%)
AND/OR/NAND/NOR	73	73	30.7
flip-flops	30	30	41.5
XOR/XNOR	20	20	11.9
buffers and inverters	19	11	9.18
AND-OR/OR-AND	14	14	5.61
adder cells (fa/ha/maj)	1	1	0.850
other	1	15	0.255
[per-stage QoR]
stage / std cells / cell area [µm²] / hold slack [ps] / total power, µW
5_1_grt: 231 / 1580 / 496 / 630
6_report: 231 / 1580 / 473 / 604
3_3_place_gp: 223 / 1490 / 455 / 341
2_1_floorplan: 172 / 1520 / 432 / 352
4_1_cts: 231 / 1580 / 475 / 615
3_5_place_dp: 223 / 1490 / 465 / 341
Power and IR drop assume default switching activity.
