==> flow/design.v <==
`timescale 1ms / 1ps
module ClkCounter (
    input mclk,
    output reg [15:0] led
    );
    localparam terminalcount = (100000 - 1);
    reg [28:0] count;
    wire tc;
    assign tc = (count == terminalcount);
    always @ (posedge(mclk))
        begin
                if (tc) count <= 0;
                    else count <= count + 1;
        end
    always @ (posedge(mclk))
        begin
            if (tc) led = led + 1;
        end
endmodule
==> flow/run.sh <==
#!/bin/bash
# OpenROAD 26Q1-2900-gdf79404cd8, Yosys 0.63+post, stock flow scripts
make -C /OpenROAD-flow-scripts/flow DESIGN_CONFIG=/design/flow/config.mk WORK_HOME=/design/flow/orfs finish
==> flow/config.mk <==
export PLATFORM = sky130hd
export DESIGN_NAME = ClkCounter
export DESIGN_NICKNAME = ClkCounter
export VERILOG_FILES = /design/flow/design.v
export SDC_FILE = /design/flow/constraint.sdc
export NUM_CORES = 4
export LEC_CHECK = 1
export CORE_UTILIZATION = 30
==> flow/constraint.sdc <==
current_design ClkCounter

set clk_period 4.2
set clk_io_pct 0.2

create_clock -name clk0 -period $clk_period [get_ports {mclk}]

set non_clock_inputs [all_inputs -no_clocks]
set_input_delay [expr $clk_period * $clk_io_pct] -clock clk0 $non_clock_inputs
set_output_delay [expr $clk_period * $clk_io_pct] -clock clk0 [all_outputs]
==> impl_metrics.ini <==
; flow metrics
[outcome]
status = finished clean

[yosys]
synthSimpleGateAreaFrac_pct = 27.4
ys_seq_share_pct = 52.5
ff_type = dfxtp_1
syn_avg_cell_area_um2 = 10.9
top_cell = dfxtp_1
synth_flops = 45
netlist_top_cells_count = dfxtp_1 (29), xnor2_1 (23), xor2_1 (18)
ys_cells = 185
xor_share_pct = 17.8
synth.top_cell.area_share_pct = 28.7
async_flop_share_pct = 0
compound_area_share_pct = 0
yosysTopAreaCell = dfxtp_1
yosysChipArea_um2 = 2020
edf_count = 16
synth_cells = 185
synth_area_um2 = 2020
synthMuxAreaShare_pct = 0
synthTopLogicFamily = simple AND/OR/NAND/NOR gates
ys_warn_count = 1
yosysUniqueCellTypes = 27
area_leaders = dfxtp_1 (29%), edfxtp_1 (24%), xnor2_1 (10%)
synthAdderAreaFrac_pct = 1.24

[final_timing]
fmax_mhz = 473
grt_setup_unrepaired = false
hold_violations = 0
fin_skew_ps = 5.94
tightest_slew_ps = 682
setup_viol = 0
final.period_utilization_pct = 50.3
min_period_ps = 2110
setup_tns_ps = 0
maxSlewViolCount = 0
relSlewSlack_pct = 54.1

[place]
io_buffers = 16
place_area_um2 = 2270
dp_cells = 277
dp_hpwl_um = 2490
gp_congestion = 0.787

[job]
maxCapViolations = 0
warning_count = 25

[power]
power_w = 0.000777
p_leak_nw = 0.880
vdd_drop_max_uv = 137
p_per_area_nw_per_um2 = 326

[global_route]
grt_overflow = 0
grt_pass1_wl_um = 5870
use_met3_pct = 1.91
track_usage_pct = 10.5
grtUsageMet1_pct = 17.2
grt_pass1_vias = 1269
grt_max_degree = 26
busiest_layer = met1
grt_antenna_before_repair = 0
gr-usage-met2_pct = 15.5

[worst_setup_path]
crit_path_start_kind = flip-flop
worst_setup_path_end_kind = primary output
crit_type = flip-flop to primary output
worstPathCellList = clkdlybuf4s50_1
critPathBufInv = 1
cpPeakStageDelay_ps = 500
crit_family = buffers and inverters
critPathMaxFanout = 6
crit_slowest_cell = clkdlybuf4s50_1
arrival_ps = 1270
crit_required_ps = 3360

[cts]
insertion_delay_ps = 300
clockRootBuffer = clkbuf_8
clkSlewWorstSetupHoldPaths_ps = 90
clock_path_buffers = 2
cts_sinks = 45
cts_tree = built
htree_levels = 2
cts_buffers = 5
cts_resized = 0
post_cts_hold_buffer_count = 0
cts_setup_buffers = 0

[detailed_routing]
dr_total_vias = 1393
viasPerCell = 4.89
final_antenna_net_count = 0
dr.first_iter.drc_count = 93
routed_wl_um = 3520
n_antenna_cell = 0
drc_errors = 0
first_pass_iters = 23
routedWlPerCell_um = 12.3

[die]
fp.dieW_um = 84.1
die_area_um2 = 7070
ios = 17
die_y_um = 84.1
placementRows = 29
core_um2 = 6420
initial_core_util_pct = 31.5

[hold_path]
hp-class = flip-flop to flip-flop

[final_layout]
finish.utilization_pct = 37.1
final_cell_area_um2 = 2380
num-fill-cells = 613
drive_above_1_share_pct = 7.69
synthToLayoutAreaGrowth_pct = 18.0
stdcell_count = 285
-- cells by family after synthesis --
logic type	Yosys count
AND/OR/NAND/NOR	93
adder cells (fa/ha/maj)	2
flip-flops	45
XOR/XNOR	41
buffers and inverters	4
-- worst reg2reg max path, delay by kind of cell (launching register included) --
family                     cells  cell delay, ps
adders and majority gates      1             210
DFF                            1             380
and+or+nand+nor                2             780
buffers and inverters          1             340
-- power by group --
part           internal (W)  switching (W)
clock network      0.000178       0.000151
registers          0.000447              0
logic                     0              0
total              0.000625       0.000151
-- flip-flops by register name, indices dropped and copies added, names as in the netlist --
signal  cells
count      29
led        16
-- per-stage QoR --
stage	hold WS [ps]	setup WS (ps)
after floorplan	426	2000
after global placement	441	2210
after detailed placement	449	2180
after CTS	471	2070
after global routing	496	2010
final	469	2090
-- layout make-up --
class	instances	area [µm²]	area share, %
Clock buffer	5	68.8	2.89
Clock inverter	3	46.3	1.94
Inverter	2	7.51	0.315
Multi-Input combinational cell	136	937	39.3
Sequential cell	45	1060	44.5
Tap cell	77	96.3	4.04
Timing Repair Buffer	17	168	7.03
-- worst paths after layout --
path / depth (start not counted) / startpoint / end / slack [ps]
max: 1 / led[5] / led[5] / 2090
min: 1 / count[0] / count[0] / 470
max reg2reg: 4 / count[0] / led[9] / 2170
min reg2reg: 1 / count[0] / count[0] / 470
-- cell usage in the layout (no fill, tap or decap), types with 2 or more instances in the layout --
cell | synthesis | routed
nand3_1 | 16 | 16
nand4_1 | 14 | 14
nand2_1 | 12 | 12
ha_1 | 2 | 2
nor2_1 | 15 | 15
dfxtp_1 | 29 | 29
and3_1 | 8 | 8
inv_1 | 2 | 2
and4_1 | 2 | 2
nor3_1 | 6 | 6
edfxtp_1 | 16 | 16
nor4_1 | 8 | 8
clkbuf_8 | 0 | 5
xnor2_1 | 23 | 23
clkdlybuf4s50_1 | 0 | 16
xor2_1 | 18 | 18
-- layer usage --
metal	part of all wire, %	wire length (µm)
met1	52	1840
met2	44	1550
met3	2.2	77
met4	1.5	51
met5	0	0
No activity file was given, so power comes from the tool's default toggle rates.
