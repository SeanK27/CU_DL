==> /design/flow/design.v <==
`timescale 1ns / 1ps
    module project1_demo(
        input mclk,
        input [15:0] sw,
        output [15:0] led,
        output [7:0] D0_seg, D1_seg,
        output [3:0] D0_a, D1_a
    );
    reg [28:0] cnt29 = 29'd0;
    reg [15:0] led_reg;
    reg [7:0] seg_reg;
    always @(posedge mclk) cnt29 <= cnt29 + 1;
    always @(posedge cnt29[24])
    begin
        if (cnt29[28:25] == 4'b0) begin
            led_reg <= 16'hFFFE;
            seg_reg <= 8'hFE;
        end
        else begin
            seg_reg <= {seg_reg[6:0], seg_reg[7]};
            led_reg <= {led_reg[14:0], led_reg[15]};
        end
    end
    assign led = sw | led_reg;
    assign D0_a = 4'h0;
    assign D1_a = 4'h0;
    assign D0_seg = seg_reg;
    assign D1_seg = seg_reg;
    endmodule
==> /design/flow/run.sh <==
#!/bin/bash
# OpenROAD 26Q1-2900-gdf79404cd8, Yosys 0.63+post, stock flow scripts
make -C /OpenROAD-flow-scripts/flow DESIGN_CONFIG=/design/flow/config.mk WORK_HOME=/design/flow/orfs finish
==> /design/flow/config.mk <==
export PLATFORM = sky130hd
export DESIGN_NAME = project1_demo
export DESIGN_NICKNAME = project1_demo
export VERILOG_FILES = /design/flow/design.v
export SDC_FILE = /design/flow/constraint.sdc
export NUM_CORES = 4
export LEC_CHECK = 1
export CORE_AREA = 10 10 112 112
export DIE_AREA = 0 0 122 122
==> /design/flow/constraint.sdc <==
current_design project1_demo

set clk_period 5.0
set clk_io_pct 0.2

create_clock -name clk0 -period $clk_period [get_ports {mclk}]

set non_clock_inputs [all_inputs -no_clocks]
set_input_delay [expr $clk_period * $clk_io_pct] -clock clk0 $non_clock_inputs
set_output_delay [expr $clk_period * $clk_io_pct] -clock clk0 [all_outputs]
==> ci_impl_report.md <==
### Flow metrics

| Metric | Value |
|---|---|
| Yosys simple share | `0.265` |
| Yosys cell count | `188` |
| RSZ-0062 raised after global routing | `no` |
| Crit path DRT | `4.00 ns` |
| FF-to-FF setup slack | `3.26 ns` |
| Register pins left without a clock | `24` |
| Seq cells post-synth | `53` |
| Worst Hold Launch | `cnt29[0]` |
| DP Area | `0.00255 mm^2` |
| Power Dens Cells | `166 mW/mm^2` |
| Routed WL | `3.38 mm` |
| Share of post-route cells with drive strength above 1 | `0.215` |
| R2R depth | `4` |
| CP Cell Sequence | `clkdlybuf4s50_1 -> or2_2 -> clkdlybuf4s50_1` |
| Worst Tran Pin Value | `0.747 ns` |
| Final Max-Slew Violation Tally | `0` |
| Post-synth seq share | `0.532` |
| Worst slew margin | `0.501` |
| Yosys warns | `1` |
| Endpoint, Worst Hold | `cnt29[0]` |
| Adder share | `0.00627` |
| Area Overhead vs Synth | `31.7%` |
| Port-buffer cells | `48` |
| Antenna cells | `0` |
| Synth async-reset ratio | `0` |
| Hold_buf cts | `0` |
| Post-CTS Setup Bufs | `0` |
| Setup_tns | `0 ns` |
| DRT iter0 DRCs | `32` |
| Die ar. | `0.0149 mm^2` |
| And-or/or-and share of the synthesized area | `0` |
| Post-cts gate resize count | `0` |
| Leakage | `1.03 nW` |
| Endpoints left unconstrained | `40` |
| Yosys cell types | `22` |
| CP most frequent cell | `clkdlybuf4s50_1` |
| Startpoint Class | `input port` |
| Critical Path AT | `2.08 ns` |
| Logic family by area | `simple AND/OR/NAND/NOR gates` |
| Setup crit end kind | `primary output` |
| Post-Syn Instances | `188` |
| Post-route minimum period | `3.08 ns` |
| DR DRC count | `0` |
| Mapped cell area | `0.00200 mm^2` |
| Total of max-cap violations | `0` |
| Die Y | `122 um` |
| Max Clock Freq | `325 MHz` |
| Max Buffers Root-to-Sink | `2` |
| Largest area contributor in the netlist | `dfxtp_1` |
| Status | `complete, no violations` |
| Via Count | `1,279` |
| Die x size | `122 um` |
| Post-synth EDFFs | `0` |
| XOR/XNOR Area Share | `0.118` |
| Tool warnings | `25` |
| Max reg flops | `29` |
| Antenna violations before repair | `0` |
| Placed insts | `361` |
| Largest type area fraction | `0.532` |
| FP Util | `0.195` |
| Overflow after GRT | `0` |
| CTS clock-pin slew for the worst setup and hold paths | `0.05 ns` |
| HPWL after detailed placement | `2.64 mm` |
| Critical R2R Launch | `cnt29[24]` |
| TritonCTS Buffers | `5` |
| Top cells by instance count after synthesis | `53 x dfxtp_1, 38 x or2_2, 22 x xnor2_1, 16 x buf_4` |
| Setup-failing EPs final | `0` |
| Hold crit path type | `reg2reg` |
| H-tree levels | `2` |
| Largest net degree at the start of global routing | `27` |
| Clock Skew | `0.00320 ns` |
| First-pass GRT wire length | `5.82 mm` |
| Reg-to-Reg End | `cnt29[28]` |
| Dominant flop cell | `dfxtp_1` |
| Most frequent cell after synthesis | `dfxtp_1` |
| Period utilization | `0.615` |
| Yosys stat area | `0.00200 mm^2` |
| CP peak stage delay | `0.41 ns` |
| Clock latency (worst-skew pair) | `0.27 ns` |
| # rows | `37` |
| Critical path's slowest cell | `clkdlybuf4s50_1` |
| DR pass1 iterations | `4` |
| Endpoints failing hold | `0` |
| Syn avg cell area | `10.6 um^2` |
| Final core utilization | `0.257` |
| CP Max Fanout | `1` |
| RD Place Congestion | `0.783` |
| Hold Path Depth | `1` |
| Main area contributors | `dfxtp_1 53%, or2_2 12%, xnor2_1 9.7%, buf_4 6.0%, nand4_1 3.1%` |
| Wirelength per Cell | `9.16 um` |
| VDD IR max | `0.123 mV` |
| Total core area | `0.0102 mm^2` |
| IO Pins | `57` |
| TritonCTS clock tree | `built` |
| Critical path type | `in2out` |
| Synth mux share | `0` |
| CTS Root Cell | `clkbuf_8` |
| GRT Total Usage | `0.0449` |
| Routed vias/inst | `3.47` |
| Post-Layout Cell Count | `369` |
| Vias in the first global route | `1,260` |
| Final Cell Area | `0.00263 mm^2` |
| Remaining antenna violation count | `0` |
## per-stage QoR
| stage | total power [W] | hold slack, ns | setup WS, ns |
|---|---|---|---|
| 2_1_floorplan | 0.000245 | 0.383 | 2.77 |
| 3_3_place_gp | 0.000266 | 0.397 | 1.92 |
| 3_5_place_dp | 0.000266 | 0.404 | 1.92 |
| 4_1_cts | 0.000445 | 0.417 | 1.92 |
| 5_1_grt | 0.000457 | 0.457 | 1.87 |
| 6_report | 0.000437 | 0.416 | 1.92 |
## per-layer routing
layer  track usage  wire, um
met5             0         0
met4       0.00522        19
met3        0.0141       381
met2        0.0639      1310
met1        0.0673      1680
## where the power goes
part,switching (W),leakage (nW),internal [W]
sequential,0,0.427,0.000231
clock,0.0000784,0.0395,0.0000985
combinational,0.00000376,0.565,0.0000251
total,0.0000821,1.03,0.000355
## cell type report
class | instances | area (um^2)
Fill cell | 1063 | 7600
Sequential cell | 53 | 1060
Multi-Input combinational cell | 119 | 813
Timing Repair Buffer | 49 | 488
Tap cell | 136 | 170
Clock buffer | 8 | 80.1
Inverter | 4 | 15.0
## cell families (layout without fill, tap and decap cells)
logic type | count (synthesis) | count (layout)
buffers and inverters | 23 | 61
other | 1 | 8
flip-flops | 53 | 53
AND/OR/NAND/NOR | 83 | 83
adder cells (fa/ha/maj) | 1 | 1
XOR/XNOR | 27 | 27
## worst max path at each step
stage | start | endpoint | slack [ns] | depth (start not counted)
finish | sw[5] | led[5] | 1.92 | 3
global route | sw[10] | led[10] | 1.87 | 3
CTS | sw[7] | led[7] | 1.92 | 3
## critical path, delay by kind of cell
| kind | cells | cell delay [ns] |
|---|---|---|
| buffers and inverters | 2 | 0.80 |
| and+or+nand+nor | 1 | 0.27 |
## layout by cell type (no fill, tap or decap), drive strengths merged, types with 4 or more instances in the layout
master and n:
clkdlybuf4s50 48, nor2 5, nand4 11, or2 38
nand2 6, conb 8, clkbuf 8, inv 4
nand3 11, and3 4, xnor2 22, xor2 5
dfxtp 53
Power is estimated from default activity; no workload was simulated.
